[flow/design.v]
module vc_Mux2
#(
  parameter p_nbits = 1
)(
  in0, 
  in1,
  sel,
  out
);
  input      [p_nbits-1:0] in0;
  input      [p_nbits-1:0] in1;
  input                    sel;
  output reg [p_nbits-1:0] out;
  always @(*)
  begin
    case ( sel )
      1'd0 : out = in0;
      1'd1 : out = in1;
      default : out = {p_nbits{1'bx}};
    endcase
  end
endmodule
module vc_Reg
#(
  parameter p_nbits = 1
)(
  clk,  
  q,    
  d     
);
  input                    clk;
  output reg [p_nbits-1:0] q;
  input      [p_nbits-1:0] d;
  always @( posedge clk ) begin
    q <= d;
  end
endmodule
module vc_EnReg
#(
  parameter p_nbits = 1
)(
  clk,    
  q,      
  d,      
  en      
);
  input                    clk;   
  output reg [p_nbits-1:0] q;     
  input      [p_nbits-1:0] d;     
  input                    en;    
  always @( posedge clk ) 
    if ( en ) 
      q <= d;
endmodule
module mem_Accel
(
  clk,
  rst,
  cmd,
  cmd_vld,
  cmd_rdy,
  resp,
  resp_vld,
  resp_rdy,
  mem_req_rdy,
  mem_req_addr,
  mem_req_cmd,
  mem_req_typ,
  mem_req_data,
  mem_resp_vld,
  mem_resp_data,
  mem_resp_store_data
);
  input            clk;
  input            rst;
  input  [159:0]   cmd;
  input            cmd_vld;
  output           cmd_rdy;
  output [73:0]    resp;
  output           resp_vld;
  input            resp_rdy;
  input mem_req_rdy;
  output [39:0] mem_req_addr;
  output [4:0] mem_req_cmd;
  output [2:0] mem_req_typ;
  output [63:0] mem_req_data;
  input mem_resp_vld;
  input [63:0] mem_resp_data;
  input [63:0] mem_resp_store_data;
  wire [6:0]  cmd_inst_funct;  
  wire [4:0]  cmd_inst_rs2;    
  wire [4:0]  cmd_inst_rs1;    
  wire        cmd_inst_xd;     
  wire        cmd_inst_xs1;    
  wire        cmd_inst_xs2;    
  wire [4:0]  cmd_inst_rd;     
  wire [6:0]  cmd_inst_opcode; 
  wire [63:0] cmd_rs1_data;         
  wire [63:0] cmd_rs2_data;         
  assign cmd_inst_funct  = cmd[6:0];
  assign cmd_inst_rs2    = cmd[11:7];
  assign cmd_inst_rs1    = cmd[16:12];
  assign cmd_inst_xd     = cmd[17];
  assign cmd_inst_xs1    = cmd[18];
  assign cmd_inst_xs2    = cmd[19];
  assign cmd_inst_rd     = cmd[24:20];
  assign cmd_inst_opcode = cmd[31:25];
  assign cmd_rs1_data    = cmd[95:32];
  assign cmd_rs2_data    = cmd[159:96];
  wire [63:0] resp_data;
  wire [4:0]  resp_rd;
  wire        SampleAccel_io_mem_req_valid;
  wire        SampleAccel_io_autl_acquire_valid;
  wire        ClientTileLinkIOArbiter_io_in_1_acquire_ready;
  wire        SampleAccel_io_interrupt;
  wire        SampleAccel_io_busy;
  assign resp = 
           {
           resp_data, 
           resp_rd, 
           SampleAccel_io_mem_req_valid, 
           SampleAccel_io_autl_acquire_valid, 
           ClientTileLinkIOArbiter_io_in_1_acquire_ready,
           SampleAccel_io_interrupt,
           SampleAccel_io_busy
           };
  assign SampleAccel_io_autl_acquire_valid = 1'b0;
  assign ClientTileLinkIOArbiter_io_in_1_acquire_ready = 1'b0;
  assign SampleAccel_io_interrupt = 1'b0;
  assign SampleAccel_io_busy = 1'b0;
  wire       resp_vld_dpath_to_ctrl;
  wire [4:0] mem_req_cmd_dpath_to_ctrl;
  wire       mem_req_vld_dpath_to_ctrl;
  wire       resp_vld_ctrl_to_dpath;
  wire       resp_rdy_ctrl_to_dpath;
  wire       mem_resp_sel_ctrl_to_dpath;
  wire [4:0] mem_req_cmd_ctrl_to_dpath;
  wire       mem_req_vld_ctrl_to_dpath;
  wire       mem_req_rdy_ctrl_to_dpath;
  mem_Accel_DPath mem_accel_dpath
  (
    .clk                   (clk),
    .rst                   (rst),
    .rs1_data              (cmd_rs1_data),
    .rs2_data              (cmd_rs2_data),
    .cmd_rd                (cmd_inst_rd),
    .resp_data             (resp_data),
    .resp_rd               (resp_rd),
    .mem_dpath_req_typ           (mem_req_typ),
    .mem_req_addr          (mem_req_addr),
    .mem_req_data          (mem_req_data),
    .mem_resp_data         (mem_resp_data),
    .mem_resp_store_data   (mem_resp_store_data),
    .resp_vld_to_ctrl      (resp_vld_dpath_to_ctrl),
    .mem_req_cmd_to_ctrl   (mem_req_cmd_dpath_to_ctrl),
    .mem_req_vld_to_ctrl   (mem_req_vld_dpath_to_ctrl),
    .resp_vld_from_ctrl    (resp_vld_ctrl_to_dpath),
    .resp_rdy_from_ctrl    (resp_rdy_ctrl_to_dpath),
    .mem_resp_sel          (mem_resp_sel_ctrl_to_dpath),
    .mem_req_cmd_from_ctrl (mem_req_cmd_ctrl_to_dpath),
    .mem_req_vld_from_ctrl (mem_req_vld_ctrl_to_dpath),
    .mem_req_rdy_from_ctrl (mem_req_rdy_ctrl_to_dpath)
  );
  mem_Accel_Ctrl mem_accel_ctrl
  (
    .clk                    (clk),
    .rst                    (rst),
    .cmd_vld                (cmd_vld),
    .cmd_rdy                (cmd_rdy),
    .funct                  (cmd_inst_funct),
    .resp_vld               (resp_vld),
    .resp_rdy               (resp_rdy),
    .mem_resp_vld           (mem_resp_vld),
    .mem_req_vld            (SampleAccel_io_mem_req_valid),
    .mem_req_rdy            (mem_req_rdy),
    .mem_req_cmd            (mem_req_cmd),
    .resp_vld_to_dpath      (resp_vld_ctrl_to_dpath),
    .resp_rdy_to_dpath      (resp_rdy_ctrl_to_dpath),
    .mem_resp_sel           (mem_resp_sel_ctrl_to_dpath),
    .mem_req_cmd_to_dpath   (mem_req_cmd_ctrl_to_dpath),
    .mem_req_vld_to_dpath   (mem_req_vld_ctrl_to_dpath),
    .mem_req_rdy_to_dpath   (mem_req_rdy_ctrl_to_dpath),
    .resp_vld_from_dpath    (resp_vld_dpath_to_ctrl),
    .mem_req_cmd_from_dpath (mem_req_cmd_dpath_to_ctrl),
    .mem_req_vld_from_dpath (mem_req_vld_dpath_to_ctrl)
  );
endmodule
module mem_Accel_DPath
(
  clk,
  rst,
  rs1_data,
  rs2_data,
  cmd_rd,
  resp_data,
  resp_rd,
  mem_dpath_req_typ,
  mem_req_addr,
  mem_req_data,
  mem_resp_data,
  mem_resp_store_data,
  resp_vld_to_ctrl,
  mem_req_cmd_to_ctrl,
  mem_req_vld_to_ctrl,
  resp_vld_from_ctrl,
  resp_rdy_from_ctrl,
  mem_resp_sel,
  mem_req_cmd_from_ctrl,
  mem_req_vld_from_ctrl,
  mem_req_rdy_from_ctrl
);
  input  clk;
  input  rst;
  input  [63:0] rs1_data;
  input  [63:0] rs2_data;
  input  [4:0]  cmd_rd;
  output [63:0] resp_data;
  output [4:0]  resp_rd;
  output reg [2:0]  mem_dpath_req_typ;
  output [39:0] mem_req_addr;
  output reg [63:0] mem_req_data;
  input  [63:0] mem_resp_data;
  input  [63:0] mem_resp_store_data;
  output        resp_vld_to_ctrl;
  output [4:0]  mem_req_cmd_to_ctrl;
  output        mem_req_vld_to_ctrl;
  input         resp_vld_from_ctrl;
  input         resp_rdy_from_ctrl;
  input         mem_resp_sel;
  input  [4:0]  mem_req_cmd_from_ctrl;
  input         mem_req_vld_from_ctrl;
  input         mem_req_rdy_from_ctrl;
  parameter data_nbits = 64;
  wire [63:0] resp_sel_mux_out;
  vc_Mux2#(data_nbits) resp_sel_mux
  (
    .in0 (mem_resp_data),
    .in1 (mem_resp_store_data),
    .sel (mem_resp_sel),
    .out (resp_sel_mux_out)
  );
  vc_EnReg#(data_nbits) data_reg
  (
    .clk   (clk),
    .q     (resp_data),
    .d     (resp_sel_mux_out),
    .en    (resp_rdy_from_ctrl)
  );
  parameter vld_nbits = 1;
  vc_EnReg#(vld_nbits) resp_vld_reg
  (
    .clk   (clk),
    .q     (resp_vld_to_ctrl),
    .d     (resp_vld_from_ctrl),
    .en    (resp_rdy_from_ctrl)
  );
  parameter rd_nbits = 5;
  vc_EnReg#(rd_nbits) rd_reg
  (
    .clk   (clk),
    .q     (resp_rd),
    .d     (cmd_rd),
    .en    (resp_rdy_from_ctrl)
  );
  always @ (posedge clk) begin
    mem_req_data <= rs1_data;
  end
  reg [63:0] rs2_data_reg_out;
  always @ (posedge clk) begin
    rs2_data_reg_out <= rs2_data;
  end
  assign mem_req_addr = rs2_data_reg_out[39:0];
  parameter typ_nbits = 3;
  wire [2:0] mem_req_typ_before_reg;
  assign mem_req_typ_before_reg  = 3'b011;
  always @ (posedge clk) begin
    mem_dpath_req_typ <= mem_req_typ_before_reg;
  end
  parameter mem_req_cmd_nbits = 5;
  vc_EnReg#(mem_req_cmd_nbits) mem_req_cmd_reg
  (
    .clk   (clk),
    .q     (mem_req_cmd_to_ctrl),
    .d     (mem_req_cmd_from_ctrl),
    .en    (mem_req_rdy_from_ctrl)
  );
  vc_EnReg#(vld_nbits) mem_req_vld_reg
  (
    .clk   (clk),
    .q     (mem_req_vld_to_ctrl),
    .d     (mem_req_vld_from_ctrl),
    .en    (mem_req_rdy_from_ctrl)
  );
endmodule
module mem_Accel_Ctrl
(
  clk,
  rst,
  cmd_vld,
  cmd_rdy,
  funct,
  resp_vld,
  resp_rdy,
  mem_resp_vld,
  mem_req_vld,
  mem_req_rdy,
  mem_req_cmd,
  resp_vld_to_dpath,
  resp_rdy_to_dpath,
  mem_resp_sel,
  mem_req_vld_to_dpath,
  mem_req_rdy_to_dpath,
  mem_req_cmd_to_dpath,
  resp_vld_from_dpath,
  mem_req_vld_from_dpath,
  mem_req_cmd_from_dpath
);
  input            clk;
  input            rst;
  input            cmd_vld;
  output reg       cmd_rdy;
  input      [6:0] funct;
  output           resp_vld;
  input            resp_rdy;
  input            mem_resp_vld;
  output           mem_req_vld;
  input            mem_req_rdy;
  output     [4:0] mem_req_cmd;
  output reg       resp_vld_to_dpath;
  output           resp_rdy_to_dpath;
  output reg       mem_resp_sel;
  output reg       mem_req_vld_to_dpath;
  output           mem_req_rdy_to_dpath;
  output reg [4:0] mem_req_cmd_to_dpath;
  input            resp_vld_from_dpath;
  input            mem_req_vld_from_dpath;
  input      [4:0] mem_req_cmd_from_dpath;  
  parameter STATE_IDLE       = 3'd0;
  parameter STATE_STORE      = 3'd1;
  parameter STATE_STORE_WAIT = 3'd2;
  parameter STATE_LOAD       = 3'd3;
  parameter STATE_LOAD_WAIT  = 3'd4;
  parameter STATE_DONE       = 3'd5;
  reg [2:0] state_reg;
  reg [2:0] next_state;
  always @ (posedge clk) begin
    if (rst) begin
      state_reg <= STATE_IDLE;
    end else begin
      state_reg <= next_state;
    end
  end
  wire cmd_go;
  wire resp_go;
  assign cmd_go  = cmd_vld  && cmd_rdy;
  assign resp_go = resp_vld_from_dpath && resp_rdy;
  wire store_req;
  wire load_req;
  assign store_req = (funct == 0) ? 1'b1 : 1'b0;
  assign load_req  = (funct == 1) ? 1'b1 : 1'b0;
  wire mem_go;
  wire mem_back;
  assign mem_go   = mem_req_rdy && mem_req_vld_from_dpath;
  assign mem_back = mem_resp_vld;
  always @ (*) begin
    case ( state_reg )
      STATE_IDLE: 
        begin
          if (cmd_go && store_req) begin
            next_state = STATE_STORE;
          end else begin
            if (cmd_go && load_req) begin
              next_state = STATE_LOAD;
            end else begin
              next_state = state_reg;
            end
          end
        end
      STATE_STORE:
        begin
          if (mem_go) begin
            next_state = STATE_STORE_WAIT;
          end else begin
            next_state = state_reg;
          end
        end
      STATE_STORE_WAIT:
        begin
          if (mem_back) begin
            next_state = STATE_DONE;
          end else begin
            next_state = state_reg;
          end
        end
      STATE_LOAD:
        begin
          if (mem_go) begin
            next_state = STATE_LOAD_WAIT;
          end else begin
            next_state = state_reg;
          end
        end
      STATE_LOAD_WAIT:
        begin
          if (mem_back) begin
            next_state = STATE_DONE;
          end else begin
            next_state = state_reg;
          end
        end
      STATE_DONE: 
        begin
          if (resp_go) begin
            next_state = STATE_IDLE;
          end else begin
            next_state = state_reg;
          end
        end
    endcase
  end
  parameter sel_load  = 1'b0;
  parameter sel_store = 1'b1;
  always @ (*) begin
    case ( state_reg )
      STATE_IDLE:
        begin
          cmd_rdy              = 1'b1;
          resp_vld_to_dpath    = 1'b0;
          mem_req_vld_to_dpath = 1'b0;
          mem_req_cmd_to_dpath = 5'bx;
          mem_resp_sel         = 1'bx;
        end
      STATE_STORE:
        begin
          cmd_rdy              = 1'b0;
          resp_vld_to_dpath    = 1'b0;
          mem_req_vld_to_dpath = 1'b1;
          mem_req_cmd_to_dpath = 5'b1;
          mem_resp_sel         = sel_store;
        end
      STATE_STORE_WAIT:
        begin
          cmd_rdy              = 1'b0;
          resp_vld_to_dpath    = 1'b0;
          mem_req_vld_to_dpath = 1'b0;
          mem_req_cmd_to_dpath = 5'bx;
          mem_resp_sel         = sel_store;
        end  
      STATE_LOAD:
        begin
          cmd_rdy              = 1'b0;
          resp_vld_to_dpath    = 1'b0;
          mem_req_vld_to_dpath = 1'b1;
          mem_req_cmd_to_dpath = 5'b0;
          mem_resp_sel         = sel_load;
        end
      STATE_LOAD_WAIT:
        begin
          cmd_rdy              = 1'b0;
          resp_vld_to_dpath    = 1'b0;
          mem_req_vld_to_dpath = 1'b0;
          mem_req_cmd_to_dpath = 5'bx;
          mem_resp_sel         = sel_load;
        end
      STATE_DONE:
        begin
          cmd_rdy              = 1'b0;
          resp_vld_to_dpath    = 1'b1;
          mem_req_vld_to_dpath = 1'b0;
          mem_req_cmd_to_dpath = 5'bx;
          mem_resp_sel         = 1'bx;
        end
    endcase
  end
  assign mem_req_vld          = mem_req_vld_from_dpath;
  assign mem_req_rdy_to_dpath = mem_req_rdy;
  assign mem_req_cmd          = mem_req_cmd_from_dpath;
  assign resp_vld             = resp_vld_from_dpath;
  assign resp_rdy_to_dpath    = resp_rdy;
endmodule
[flow/run.sh]
#!/bin/bash
# OpenROAD 26Q1-2900-gdf79404cd8, Yosys 0.63+post, stock flow scripts
make -C /OpenROAD-flow-scripts/flow DESIGN_CONFIG=/design/flow/config.mk WORK_HOME=/design/flow/orfs finish
[flow/config.mk]
export PLATFORM = sky130hd
export DESIGN_NAME = mem_Accel
export DESIGN_NICKNAME = mem_Accel
export VERILOG_FILES = /design/flow/design.v
export SDC_FILE = /design/flow/constraint.sdc
export NUM_CORES = 4
export LEC_CHECK = 1
export CORE_AREA = 10 10 241 241
export DIE_AREA = 0 0 251 251
[flow/constraint.sdc]
current_design mem_Accel

set clk_period 1.4
set clk_io_pct 0.2

create_clock -name clk0 -period $clk_period [get_ports {clk}]

set non_clock_inputs [all_inputs -no_clocks]
set_input_delay [expr $clk_period * $clk_io_pct] -clock clk0 $non_clock_inputs
set_output_delay [expr $clk_period * $clk_io_pct] -clock clk0 [all_outputs]
==> flow_summary.json <==
{
  "outcome": "finished clean",
  "met3_usage": 0.0386,
  "clk_pin_slew_ns": 0.08,
  "cts_hold_buf": 0,
  "critPathLaunchType": "flop",
  "hold_class": "input port to flop",
  "fp_util": 0.105,
  "synth-warning-count": 6,
  "leakagePower_nw": 4.23,
  "grt_pass1_wl_mm": 31.7,
  "ios": 482,
  "critPathBufInv": 1,
  "grt_overflow_total": 0,
  "cts_made_buffers": 17,
  "synthCells": 308,
  "combGateArea_um2": 997,
  "required_ns": 1.12,
  "netlist_area_um2": 5540,
  "fill_cells": 5669,
  "use_met2": 0.109,
  "seqCellArea_um2": 4450,
  "dpl.hpwl_mm": 19.0,
  "ys_types": 29,
  "fin_crit_sh": 0.993,
  "layout-drive-gt1-share": 0.194,
  "portBuffers": 426,
  "grt-busiest-layer": "met2",
  "drv_cap": 0,
  "wirelength_mm": 23.1,
  "clock.fmax_mhz": 720,
  "end_kind": "primary output",
  "cts_htree_levels": 4,
  "vias_per_cell": 2.90,
  "stdcell_area_um2": 11000,
  "warnings": 71,
  "place.gp.congestion": 0.794,
  "power.density_nw_per_um2": 1100,
  "drc": 0,
  "avgRoutedWirePerCell_um": 16.0,
  "ys_cells": 308,
  "reg_top3": "mem_accel_dpath.data_reg.q: 64 flops, mem_accel_dpath.mem_req_data: 64 flops, mem_accel_dpath.rs2_data_reg_out: 40 flops",
  "final-setup-viol-count": 0,
  "grt_pass1_vias": 4592,
  "cts_root_buf": "clkbuf_16",
  "area_growth_pct": 99.0,
  "synth.avg_cell_area_um2": 18.0,
  "hold_viol": 0,
  "finalMaxSlewViolations": 0,
  "antenna_found_initial": 1,
  "drt-pass1-iter-count": 3,
  "yosys-stat-area_um2": 5540,
  "arrival_ns": 1.11,
  "clockBufferDepth": 2,
  "core_area_um2": 52700,
  "utilization": 0.209,
  "unclocked_regs": 8,
  "cts_tree": "built",
  "untimed_endpoints": 12,
  "path_delay_family": "flip-flops",
  "fin_crit_ns": 1.39,
  "critPathKind": "flop to primary output",
  "grt_setup_unrepaired": "yes",
  "path_cells": "buf_6",
  "die_w_um": 251,
  "grt_max_degree": 50,
  "cp_slowest_cell": "edfxtp_1",
  "cp_max_fo": 1,
  "worst_pin_slew_ns": 0.573,
  "drt_iter0_drc": 95,
  "post_dp_cell_area_um2": 10600,
  "dieHeight_um": 251,
  "rows": 84,
  "finalPower_mw": 12.1,
  "die-area_um2": 63000,
  "use_met1": 0.0837,
  "drtAntennaViolNets": 0,
  "slew_headroom": 0.618,
  "crit_path_max_incr_delay_ns": 0.46,
  "antenna_cells": 0,
  "ys.flops": 187,
  "ir_drop_uv": 746,
  "grtUsageTotal": 0.0693,
  "vias": 4194
}
## cells by family (layout without fill, tap and decap cells)
family          after synthesis  after routing  share of synthesized area
mux                          64             64                      0.130
compound gates               13             13                     0.0185
simple gates                 19             19                     0.0240
latches                       8              8                     0.0217
other cells                   2             11                    0.00136
flops                       179            179                      0.778
buf+inv                      23            465                     0.0267
## synthesized netlist by cell type, drive strengths merged
cell type,n,share of area
buf,20,0.025
a21bo,1,0.0018
nor2,3,0.0020
a211oi,1,0.0014
nand3b,2,0.0027
a21o,2,0.0027
or3b,1,0.0016
o2111a,1,0.0020
nand2,2,0.0014
nand2b,2,0.0023
and4bb,1,0.0023
conb,2,0.0014
dlxtn,8,0.022
mux2,64,0.13
a21oi,3,0.0027
a21boi,1,0.0014
a311oi,2,0.0032
edfxtp,72,0.39
nand3,2,0.0018
nor2b,3,0.0034
and2,2,0.0027
inv,3,0.0020
nor4,1,0.0038
dfxtp,107,0.39
a211o,1,0.0018
o32ai,1,0.0016
## path summary, 6_finish.rpt
check / end / slack, ns / start / cells past startpoint
setup / recovery: resp[45] / 0.01 / mem_accel_dpath.data_reg.q[35]$_DFFE_PP_ / 1
hold / removal: mem_accel_dpath.rs2_data_reg_out[23]$_DFF_P_ / 0.23 / cmd[119] / 1
## layout make-up
class,instances,share of cell area
Tap cell,688,0.0781
Clock inverter,13,0.0125
Clock buffer,19,0.0412
Sequential cell,187,0.404
Timing Repair Buffer,430,0.373
Multi-Input combinational cell,107,0.0905
Inverter,3,0.00102
## layer usage
layer,part of all wire,up-vias
li1,-,1955
met1,0.41,1913
met2,0.45,301
met3,0.13,23
met4,0.017,2
met5,0.00056,-
## per-stage QoR
stage | hold WS, ns | cells | setup slack [ns] | setup TNS [ns]
finish | 0.228 | 1447 | 0.0103 | 0
global route | 0.182 | 1447 | -0.103 | -0.253
global placement | 0.730 | 1414 | 0.0686 | 0
CTS | 0.163 | 1447 | -0.120 | -0.383
detailed placement | 0.732 | 1414 | 0.0653 | 0
floorplan | 0.308 | 317 | 0.588 | 0
## report_power, final
part           internal, mW  switching [mW]
combinational          1.00           0.310
sequential             5.76          0.0965
clock                  2.62            2.33
total                  9.38            2.73
## placed cells by master (no fill, tap or decap), drive strengths merged, types with 3 or more instances in the layout
| master | netlist | final |
|---|---|---|
| dfxtp | 107 | 107 |
| edfxtp | 72 | 72 |
| clkdlybuf4s50 | 0 | 249 |
| clkbuf | 0 | 27 |
| inv | 3 | 11 |
| dlygate4sd2 | 0 | 97 |
| clkinv | 0 | 3 |
| conb | 2 | 11 |
| a21oi | 3 | 3 |
| nor2 | 3 | 3 |
| dlxtn | 8 | 8 |
| buf | 20 | 25 |
| nor2b | 3 | 3 |
| clkdlybuf4s15 | 0 | 51 |
| mux2 | 64 | 64 |
## timing repair
action | 4_1_cts | 5_1_grt
gates resized | 297 | 13
setup buffers | 1 | 0
hold endpoints to repair | 0 | 0
setup endpoints to repair | 176 | 16
