===== config.mk =====
export PLATFORM = sky130hd
export DESIGN_NAME = mem_Accel_B
export DESIGN_NICKNAME = mem_Accel_B
export VERILOG_FILES = /design/flow/design.v
export SDC_FILE = /design/flow/constraint.sdc
export NUM_CORES = 4
export LEC_CHECK = 1
export CORE_AREA = 10 10 308 308
export DIE_AREA = 0 0 318 318

===== constraint.sdc =====
current_design mem_Accel_B

set clk_period 25.7
set clk_io_pct 0.2

create_clock -name clk0 -period $clk_period [get_ports {clk}]

set non_clock_inputs [all_inputs -no_clocks]
set_input_delay [expr $clk_period * $clk_io_pct] -clock clk0 $non_clock_inputs
set_output_delay [expr $clk_period * $clk_io_pct] -clock clk0 [all_outputs]

===== design.v =====
module mem_Accel_B
(
  clk,
  rst,
  cmd,
  cmd_vld,
  cmd_rdy,
  resp,
  resp_vld,
  resp_rdy,
  mem_req_vld,
  mem_req_rdy,
  mem_req,
  mem_resp_vld,
  mem_resp
);
  input            clk;
  input            rst;
  input  [159:0]   cmd;
  input            cmd_vld;
  output           cmd_rdy;
  output [72:0]    resp;
  output           resp_vld;
  input            resp_rdy;
  output           mem_req_vld;
  input            mem_req_rdy;
  output [123:0]   mem_req;
  input            mem_resp_vld;
  input  [252:0]   mem_resp;
  wire [6:0]  funct;  
  wire [4:0]  rs2;    
  wire [4:0]  rs1;    
  wire        xd;     
  wire        xs1;    
  wire        xs2;    
  wire [4:0]  rd;     
  wire [6:0]  opcode; 
  wire [63:0] rs1_data;         
  wire [63:0] rs2_data;         
  assign funct       = cmd[6:0];
  assign rs2         = cmd[11:7];
  assign rs1         = cmd[16:12];
  assign xd          = cmd[17];
  assign xs1         = cmd[18];
  assign xs2         = cmd[19];
  assign rd          = cmd[24:20];
  assign opcode      = cmd[31:25];
  assign rs1_data    = cmd[95:32];
  assign rs2_data    = cmd[159:96];
  wire [63:0] resp_data;
  wire [4:0]  resp_rd;
  wire        SampleAccel_io_autl_acquire_valid;
  wire        ClientTileLinkIOArbiter_io_in_1_acquire_ready;
  wire        SampleAccel_io_interrupt;
  wire        SampleAccel_io_busy;
  assign resp = 
           {
           resp_data, 
           resp_rd, 
           SampleAccel_io_autl_acquire_valid, 
           ClientTileLinkIOArbiter_io_in_1_acquire_ready,
           SampleAccel_io_interrupt,
           SampleAccel_io_busy
           };
  assign SampleAccel_io_autl_acquire_valid = 1'b0;
  assign ClientTileLinkIOArbiter_io_in_1_acquire_ready = 1'b0;
  assign SampleAccel_io_interrupt = 1'b0;
  assign SampleAccel_io_busy = 1'b0;
  wire [39:0] mem_req_addr;
  wire [9:0]  mem_req_tag;
  wire [4:0]  mem_req_cmd;
  wire [2:0]  mem_req_typ;
  wire        mem_req_kill;
  wire        mem_req_phys;
  wire [63:0] mem_req_data;
  assign mem_req_tag  = 10'b0;
  assign mem_req_kill = 1'b0;
  assign mem_req_phys = 1'b1;
  assign mem_req = 
           {
             mem_req_addr,
             mem_req_tag,
             mem_req_cmd,
             mem_req_typ,
             mem_req_kill,
             mem_req_phys,
             mem_req_data
           };
  wire [39:0] mem_resp_addr;
  wire [9:0]  mem_resp_tag;
  wire [4:0]  mem_resp_cmd;
  wire [2:0]  mem_resp_typ;
  wire [63:0] mem_resp_data;
  wire        mem_resp_nack;
  wire        mem_resp_replay;
  wire        mem_resp_has_data;
  wire [63:0] mem_resp_data_word_bypass;
  wire [63:0] mem_resp_store_data;
  assign mem_resp_addr             = mem_resp[252:213];
  assign mem_resp_tag              = mem_resp[212:203];
  assign mem_resp_cmd              = mem_resp[202:198];
  assign mem_resp_typ              = mem_resp[197:195];
  assign mem_resp_data             = mem_resp[194:131];
  assign mem_resp_nack             = mem_resp[130];
  assign mem_resp_replay           = mem_resp[129];
  assign mem_resp_has_data         = mem_resp[128];
  assign mem_resp_data_word_bypass = mem_resp[127:64];
  assign mem_resp_store_data       = mem_resp[63:0];
  wire       cmd_go_ctrl_to_dpath;
  wire       mem_req_vld_ctrl_to_dpath;
  wire [4:0] mem_req_cmd_ctrl_to_dpath;
  wire       mem_go_ctrl_to_dpath;
  wire       mem_back_ctrl_to_dpath;
  wire       mem_resp_sel_ctrl_to_dpath;
  wire       rd_sel_ctrl_to_dpath;
  wire       resp_data_sel_ctrl_to_dpath;
  wire       cc_done_ctrl_to_dpath;
  mem_Accel_B_DPath mem_b_dpath
  (
    .dpath_clk                   ( clk ),
    .dpath_rst                   ( rst ),
    .dpath_P_rd                  ( rd ),
    .dpath_P_rs1_data            ( rs1_data ),
    .dpath_P_rs2_data            ( rs2_data ),
    .dpath_cmd_go                ( cmd_go_ctrl_to_dpath ),
    .dpath_I_mem_req_vld         ( mem_req_vld_ctrl_to_dpath ),
    .dpath_I_mem_req_cmd         ( mem_req_cmd_ctrl_to_dpath ),
    .dpath_mem_go                ( mem_go_ctrl_to_dpath ),
    .dpath_W_mem_req_vld         ( mem_req_vld ),
    .dpath_W_mem_req_cmd         ( mem_req_cmd ),
    .dpath_W_mem_req_data        ( mem_req_data ),
    .dpath_W_mem_req_addr        ( mem_req_addr ),
    .dpath_W_mem_req_typ         ( mem_req_typ ),
    .dpath_W_mem_resp_data       ( mem_resp_data ),
    .dpath_W_mem_resp_store_data ( mem_resp_store_data ),
    .dpath_W_rd_sel              ( rd_sel_ctrl_to_dpath ),
    .dpath_W_resp_data_sel       ( resp_data_sel_ctrl_to_dpath ),
    .dpath_W_mem_resp_sel        ( mem_resp_sel_ctrl_to_dpath ),
    .dpath_mem_back              ( mem_back_ctrl_to_dpath ),
    .dpath_cc_done               ( cc_done_ctrl_to_dpath ),
    .dpath_D_rd                  ( resp_rd ),
    .dpath_D_resp_data           ( resp_data )
  );
  mem_Accel_B_Ctrl mem_b_ctrl
  (
    .ctrl_clk           ( clk ),
    .ctrl_rst           ( rst ),
    .ctrl_cmd_vld       ( cmd_vld ),
    .ctrl_funct         ( funct ),
    .ctrl_mem_req_rdy   ( mem_req_rdy ),
    .ctrl_mem_resp_vld  ( mem_resp_vld ),
    .ctrl_resp_rdy      ( resp_rdy ),
    .ctrl_cmd_rdy       ( cmd_rdy ),
    .ctrl_cmd_go        ( cmd_go_ctrl_to_dpath ),
    .ctrl_mem_req_vld   ( mem_req_vld_ctrl_to_dpath ),
    .ctrl_mem_req_cmd   ( mem_req_cmd_ctrl_to_dpath ),
    .ctrl_mem_go        ( mem_go_ctrl_to_dpath ),
    .ctrl_mem_back      ( mem_back_ctrl_to_dpath ),
    .ctrl_rd_sel        ( rd_sel_ctrl_to_dpath ),
    .ctrl_resp_data_sel ( resp_data_sel_ctrl_to_dpath ),
    .ctrl_mem_resp_sel  ( mem_resp_sel_ctrl_to_dpath ),
    .ctrl_resp_vld      ( resp_vld ),
    .ctrl_cc_done       ( cc_done_ctrl_to_dpath )
  );
endmodule
module mem_Accel_B_DPath
(
  dpath_clk,
  dpath_rst,
  dpath_P_rd,
  dpath_P_rs1_data,
  dpath_P_rs2_data,
  dpath_cmd_go,
  dpath_I_mem_req_vld,
  dpath_I_mem_req_cmd,
  dpath_mem_go,
  dpath_W_mem_req_vld,
  dpath_W_mem_req_cmd,
  dpath_W_mem_req_data,
  dpath_W_mem_req_addr,
  dpath_W_mem_req_typ,
  dpath_W_mem_resp_data,
  dpath_W_mem_resp_store_data,
  dpath_W_rd_sel,
  dpath_W_resp_data_sel,
  dpath_W_mem_resp_sel, 
  dpath_mem_back,
  dpath_cc_done,
  dpath_D_rd,
  dpath_D_resp_data
);
  input             dpath_clk;
  input             dpath_rst;
  input [4:0]       dpath_P_rd;
  input [63:0]      dpath_P_rs1_data;
  input [63:0]      dpath_P_rs2_data;
  input             dpath_cmd_go;
  input             dpath_I_mem_req_vld;
  input [4:0]       dpath_I_mem_req_cmd;
  input             dpath_mem_go;
  output reg        dpath_W_mem_req_vld;
  output reg [4:0]  dpath_W_mem_req_cmd;
  output reg [63:0] dpath_W_mem_req_data;
  output reg [39:0] dpath_W_mem_req_addr;
  output reg [2:0]  dpath_W_mem_req_typ;
  input      [63:0] dpath_W_mem_resp_data;
  input      [63:0] dpath_W_mem_resp_store_data;
  input             dpath_W_rd_sel;
  input             dpath_W_resp_data_sel;
  input             dpath_W_mem_resp_sel;
  input             dpath_mem_back;
  input             dpath_cc_done;
  output reg [4:0]  dpath_D_rd;
  output reg [63:0] dpath_D_resp_data;
  reg  [4:0]  dpath_I_rd;
  reg  [63:0] dpath_I_rs1_data;
  reg  [63:0] dpath_I_rs2_data;
  wire [2:0]  dpath_I_mem_req_typ;
  always @ (posedge dpath_clk) begin
    if (dpath_cmd_go) begin
      dpath_I_rd       <= dpath_P_rd;
      dpath_I_rs1_data <= dpath_P_rs1_data;
      dpath_I_rs2_data <= dpath_P_rs2_data;
    end
  end
  assign dpath_I_mem_req_typ = 3'b011;
  parameter data_nbits = 64;
  wire [63:0] dpath_I_cc_resp_data;
  vc_Adder#(data_nbits) vc_adder
  (
    .in0 (dpath_I_rs1_data),
    .in1 (dpath_I_rs2_data),
    .out (dpath_I_cc_resp_data)
  );
  reg [4:0]  dpath_W_rd;
  reg [4:0]  dpath_W_rd_selected;
  reg [63:0] dpath_W_resp_data_selected;
  always @ (posedge dpath_clk) begin
    if (1 ) begin
      dpath_W_rd           <= dpath_I_rd;
      dpath_W_mem_req_vld  <= dpath_I_mem_req_vld;
      dpath_W_mem_req_cmd  <= dpath_I_mem_req_cmd;
      dpath_W_mem_req_data <= dpath_I_rs1_data;
      dpath_W_mem_req_addr <= dpath_I_rs2_data[39:0];
      dpath_W_mem_req_typ  <= dpath_I_mem_req_typ;
    end
  end
  always @ (*) begin
    if (dpath_W_rd_sel) begin
      dpath_W_rd_selected = dpath_W_rd;
    end else begin
      dpath_W_rd_selected = dpath_I_rd;
    end
  end
  always @ (*) begin
    if (dpath_W_resp_data_sel) begin
      if (dpath_W_mem_resp_sel) begin
        dpath_W_resp_data_selected = dpath_W_mem_resp_store_data;
      end else begin
        dpath_W_resp_data_selected = dpath_W_mem_resp_data;
      end
    end else begin
      dpath_W_resp_data_selected = dpath_I_cc_resp_data;
    end
  end
  always @ (posedge dpath_clk) begin
    if (dpath_mem_back || dpath_cc_done) begin
      dpath_D_rd        <= dpath_W_rd_selected;
      dpath_D_resp_data <= dpath_W_resp_data_selected;
    end
  end
endmodule
module mem_Accel_B_Ctrl
(
  ctrl_clk,
  ctrl_rst,
  ctrl_cmd_vld,
  ctrl_funct,
  ctrl_mem_req_rdy,
  ctrl_mem_resp_vld,
  ctrl_resp_rdy,
  ctrl_cmd_rdy,
  ctrl_cmd_go,
  ctrl_mem_req_vld,
  ctrl_mem_req_cmd,
  ctrl_mem_go,
  ctrl_mem_back,
  ctrl_rd_sel,
  ctrl_resp_data_sel,
  ctrl_mem_resp_sel,
  ctrl_resp_vld,
  ctrl_cc_done
);
  input            ctrl_clk;
  input            ctrl_rst;
  input            ctrl_cmd_vld;
  input [6:0]      ctrl_funct;
  input            ctrl_mem_req_rdy;
  input            ctrl_mem_resp_vld;
  input            ctrl_resp_rdy;
  output reg       ctrl_cmd_rdy;
  output           ctrl_cmd_go;
  output reg       ctrl_mem_req_vld;
  output reg [4:0] ctrl_mem_req_cmd;
  output           ctrl_mem_go;
  output           ctrl_mem_back;
  output reg       ctrl_rd_sel;
  output reg       ctrl_resp_data_sel;
  output reg       ctrl_mem_resp_sel;
  output reg       ctrl_resp_vld;
  output reg       ctrl_cc_done;
  parameter STATE_IDLE       = 4'd0;
  parameter STATE_STORE      = 4'd1;
  parameter STATE_STORE_WAIT = 4'd2;
  parameter STATE_LOAD       = 4'd3;
  parameter STATE_LOAD_WAIT  = 4'd4;
  parameter STATE_DONE       = 4'd5;
  parameter STATE_CC         = 4'd6;  
  reg [3:0] state_reg;
  reg [3:0] next_state;
  always @ (posedge ctrl_clk) begin
    if (ctrl_rst) begin
      state_reg <= STATE_IDLE;
    end else begin
      state_reg <= next_state;
    end
  end
  wire ctrl_resp_go;
  assign ctrl_cmd_go  = ctrl_cmd_vld  && ctrl_cmd_rdy;
  assign ctrl_resp_go = ctrl_resp_vld && ctrl_resp_rdy;
  wire store_req;
  wire load_req;
  wire cc_req;
  assign store_req = (ctrl_funct == 0) ? 1'b1 : 1'b0;
  assign load_req  = (ctrl_funct == 1) ? 1'b1 : 1'b0;
  assign cc_req    = (ctrl_funct == 2) ? 1'b1 : 1'b0;
  wire ctrl_mem_go;
  wire ctrl_mem_back;
  assign ctrl_mem_go   = ctrl_mem_req_rdy && ctrl_mem_req_vld;
  assign ctrl_mem_back = ctrl_mem_resp_vld;
  always @ (*) begin
    case ( state_reg )
      STATE_IDLE: 
        begin
          if (ctrl_cmd_go && store_req) begin
            next_state = STATE_STORE;
          end else begin
            if (ctrl_cmd_go && load_req) begin
              next_state = STATE_LOAD;
            end else begin
              if (ctrl_cmd_go && cc_req) begin
                next_state = STATE_CC;
              end else begin
                next_state = state_reg;
              end
            end
          end
        end
      STATE_STORE:
        begin
          if (ctrl_mem_go) begin
            next_state = STATE_STORE_WAIT;
          end else begin
            next_state = state_reg;
          end
        end
      STATE_STORE_WAIT:
        begin
          if (ctrl_mem_back) begin
            next_state = STATE_DONE;
          end else begin
            next_state = state_reg;
          end
        end
      STATE_LOAD:
        begin
          if (ctrl_mem_go) begin
            next_state = STATE_LOAD_WAIT;
          end else begin
            next_state = state_reg;
          end
        end
      STATE_LOAD_WAIT:
        begin
          if (ctrl_mem_back) begin
            next_state = STATE_DONE;
          end else begin
            next_state = state_reg;
          end
        end
      STATE_DONE: 
        begin
          if (ctrl_resp_go) begin
            next_state = STATE_IDLE;
          end else begin
            next_state = state_reg;
          end
        end
      STATE_CC:
        begin
          next_state = STATE_DONE;  
        end
    endcase
  end
  parameter sel_load          = 1'b0;
  parameter sel_store         = 1'b1;
  parameter sel_cc_rd         = 1'b0;
  parameter sel_mem_rd        = 1'b1;
  parameter sel_cc_resp_data  = 1'b0;
  parameter sel_mem_resp_data = 1'b1;
  always @ (*) begin
    case ( state_reg )
      STATE_IDLE:
        begin
          ctrl_cmd_rdy       = 1'b1;
          ctrl_resp_vld      = 1'b0;
          ctrl_mem_req_vld   = 1'b0;
          ctrl_mem_req_cmd   = 5'bx;
          ctrl_rd_sel        = 1'bx;
          ctrl_resp_data_sel = 1'bx;
          ctrl_mem_resp_sel  = 1'bx;
          ctrl_cc_done       = 1'b0;
        end
      STATE_STORE:
        begin
          ctrl_cmd_rdy       = 1'b0;
          ctrl_resp_vld      = 1'b0;
          ctrl_mem_req_vld   = 1'b1;
          ctrl_mem_req_cmd   = 5'b1;
          ctrl_rd_sel        = sel_mem_rd;
          ctrl_resp_data_sel = sel_mem_resp_data;
          ctrl_mem_resp_sel  = sel_store;
          ctrl_cc_done       = 1'b0;
        end
      STATE_STORE_WAIT:
        begin
          ctrl_cmd_rdy       = 1'b0;
          ctrl_resp_vld      = 1'b0;
          ctrl_mem_req_vld   = 1'b0;
          ctrl_mem_req_cmd   = 5'bx;
          ctrl_rd_sel        = sel_mem_rd;
          ctrl_resp_data_sel = sel_mem_resp_data;
          ctrl_mem_resp_sel  = sel_store;
          ctrl_cc_done       = 1'b0;
        end  
      STATE_LOAD:
        begin
          ctrl_cmd_rdy       = 1'b0;
          ctrl_resp_vld      = 1'b0;
          ctrl_mem_req_vld   = 1'b1;
          ctrl_mem_req_cmd   = 5'b0;
          ctrl_rd_sel        = sel_mem_rd;
          ctrl_resp_data_sel = sel_mem_resp_data;
          ctrl_mem_resp_sel  = sel_load;
          ctrl_cc_done       = 1'b0;
        end
      STATE_LOAD_WAIT:
        begin
          ctrl_cmd_rdy       = 1'b0;
          ctrl_resp_vld      = 1'b0;
          ctrl_mem_req_vld   = 1'b0;
          ctrl_mem_req_cmd   = 5'bx;
          ctrl_rd_sel        = sel_mem_rd;
          ctrl_resp_data_sel = sel_mem_resp_data;
          ctrl_mem_resp_sel  = sel_load;
          ctrl_cc_done       = 1'b0;
        end
      STATE_DONE:
        begin
          ctrl_cmd_rdy       = 1'b0;
          ctrl_resp_vld      = 1'b1;
          ctrl_mem_req_vld   = 1'b0;
          ctrl_mem_req_cmd   = 5'bx;
          ctrl_rd_sel        = 1'bx;
          ctrl_resp_data_sel = 1'bx;
          ctrl_mem_resp_sel  = 1'bx;
          ctrl_cc_done       = 1'b0;
        end
      STATE_CC:
        begin
          ctrl_cmd_rdy       = 1'b0;
          ctrl_resp_vld      = 1'b0;
          ctrl_mem_req_vld   = 1'b0;
          ctrl_mem_req_cmd   = 5'bx;
          ctrl_rd_sel        = sel_cc_rd;
          ctrl_resp_data_sel = sel_cc_resp_data;
          ctrl_mem_resp_sel  = 1'bx;
          ctrl_cc_done       = 1'b1;
        end
    endcase
  end
endmodule
module vc_Adder
#(
  parameter p_nbits = 1
)(
  in0,
  in1,
  out
);
  input  [p_nbits-1:0] in0;
  input  [p_nbits-1:0] in1;
  output [p_nbits-1:0] out;
  assign out = in0 + in1;
endmodule

===== run.sh =====
#!/bin/bash
# OpenROAD 26Q1-2900-gdf79404cd8, Yosys 0.63+post, stock flow scripts
make -C /OpenROAD-flow-scripts/flow DESIGN_CONFIG=/design/flow/config.mk WORK_HOME=/design/flow/orfs finish

==> run notes <==
Latest figures from synthesis and place and route.

The number of iterations in the first detailed-routing pass is 5. The worst IR drop on VDD is 0.00004153 V. Yosys reports a chip area of about 0.015 sq mm. The via count of the first global-routing pass is 11.38k. Per STA, the worst path is made up of clkdlybuf4s50_1, and2_4, buf_4. The core region is a little under 0.09 sq mm. For this block, the via count after detailed routing is 11.35k. The total of flip-flops plus latches after synthesis is 328. The number of fillers in the final layout is 9302. The synthesis report lists the Yosys warning total as 2. The final layout reports a setup TNS of 0 ns. The commonest register cell is edfxtp_1. The worst register-to-register path has a depth of 11. STA shows the worst min-delay path finishing at mem_b_dpath.dpath_W_rd[1]. The aggregate routed wire length is ~59 mm.

The critical path's slowest stage uses the library cell buf_4. The number of cells in Yosys stat is 1232. The insertion delay at the late pin of the worst-skew pair is ~0.57 ns. The number of register pins that no clock reaches is 11.

In this run, synthesis inferred 202 flip-flops with an integrated enable. The count of warning messages emitted by the tools is 170. STA classifies the critical path startpoint as an input pin. The leading area contributor after synthesis is edfxtp_1. The proportion of synthesized flip-flops having asynchronous set or reset is 0%. For this run the aggregate overflow at the end of global routing stands at 0. The main area contributors are edfxtp_1 42%, dfxtp_1 16%, ha_1 5.4%, a21oi_1 3.7%, mux2i_1 2.8%. The critical register-to-register path startpoint is mem_b_dpath.dpath_I_rs1_data[3].

The area growth from synthesis to layout is 48.48%. Among all cell types in the netlist, the one instantiated most often is edfxtp_1. The pre-CTS setup slack is 18.37 ns. The average instance area after synthesis is 11.77 sq um. At the pin with the least slew margin, the transition time is 1.093 ns. The clock tree from TritonCTS is built. The power density normalized to cell area is 62.20 mW/mm^2. The leakage component of the power is 8.101 nW.

Port buffering added 450 buffers. The nature of the critical path endpoint is a register. The final timing report lists a hold violation count of 0.

The largest buffer count on any clock path is 3. The ratio of cells with drive above 1 in the final layout is 7.201%. The cts-stage hold buffer count is 0. The violation tally recorded at the end of detailed-routing iteration 0 is 779.

According to the floorplan report, the die width is 318 um. The number of H-tree branching levels is 2. The setup check on the worst reg-to-reg path leaves a slack of 21.42 ns. The synthesized netlist handed to floorplanning was reported with a cell count of between 1k and 1.5k. In the Yosys stats the netlist draws on 86 distinct library cells. The critical setup path kind is in -> reg. The start point of the worst min-delay path is mem_b_dpath.dpath_I_rd[1].

The top-area cell type share of the netlist area is 41.82%. The setup clock skew after layout is 0.01434 ns. Per the finish-stage timing summary, setup violations number 0.

Post-CTS repair changed the size of 0 cells. Before placement the cells fill 16.44% of the core. Buffers inserted during clock tree synthesis total 39.

After clock tree synthesis, the clock-pin slew on the worst setup and hold paths is roughly 0.06 ns. The final antenna-violating net count is 0. The data arrival time at the worst-slack endpoint is 6.92 ns. The number of maximum-capacitance violations is 0.

The synthesis run shows the most used standard cells to be 202 x edfxtp_1, 115 x dfxtp_1, 108 x a21oi_1. The post-route minimum period is 6.728 ns. The maximum achievable frequency is 0.1486 GHz. 15 endpoints have no timing constraint. Once the clock tree was built, the setup fixing pass inserted 0 buffers. The root buffer cell is clkbuf_16.

Per the gpl log, the routability congestion estimate is 0.8572. The total half-perimeter wirelength after legalization and detailed placement is roughly 48 mm. The pin count of the biggest net entering global routing is 67. The flow ran to the end, and the final reports show no timing, DRC or antenna violations. The final number of max-transition violations is 0.

The floorplan has 109 rows. Per the detail_route report, vias per standard cell equal 3.949. The capture point of the worst reg-to-reg path is mem_b_dpath.dpath_D_resp_data[33]. The wire length per cell after detailed routing is 20.62 um. The residual DRC count is 0.

The report shows a maximum critical-path fanout of 50. The cell area that synthesis handed to floorplanning was 0.01451 sq mm. Setup repair after global routing left no endpoint under its margin. The OpenROAD report gives the critical path a required time of between 20 and 30 ns. Per the slew report, the remaining headroom to the max-slew limit stands at 26.60%. The final timing summary puts the cycle share of the worst path at 26.18%.

The wire length of the first global-routing pass is 83.17 mm. The class of the tightest hold or removal check is reg -> reg. The cell count of the worst hold path is 0. The design draws 0.001340 W.

Per the detailed placement report, the placed cell area equals about 0.020 sq mm. The number of antenna violations at the first check in global routing is 21. The overall routing resource usage is 11.55%. The top-level I/O count is 619. The die is 318 um tall. The post-route cell area is 0.02154 sq mm. Setup slack on the critical path of the routed design comes to 18.97 ns.

The area of the chip is 0.1011 sq mm. The highest cell delay on the worst timing path is 0.66 ns.
[cell families (layout without fill, tap and decap cells)]
family	Yosys count	in the layout	synth area share [%]
muxes	63	63	4.537
xor gates and xnor gates	42	42	2.536
AOI/OAI and AO/OA	322	322	14.62
DFF	317	317	57.69
buffers and inverters	104	559	3.416
other	2	24	0.05177
adders and majority gates	64	64	5.572
and+or+nand+nor	307	307	10.44
latches	11	11	1.139
[worst max path at each step]
stage / start / endpoint
final: cmd_vld / mem_b_dpath.dpath_I_rs2_data[16]
after global routing: mem_b_dpath.dpath_D_resp_data[44] / resp[53]
after CTS: mem_b_dpath.dpath_D_resp_data[44] / resp[53]
[layout make-up]
cell class	instances	area (sq um)	share of cell area (%)
Timing Repair Buffer	462	4594	21.33
Multi-Input combinational cell	821	5565	25.84
Tap cell	1165	1458	6.768
Antenna cell	1	2.502	0.01162
Clock inverter	17	172.7	0.8017
Inverter	26	97.59	0.4531
Clock buffer	54	1106	5.136
Sequential cell	328	8541	39.66
[routing by layer]
metal | routed length, um | share of wire, % | GRT usage (%) | vias to the layer above
li1 | - | - | - | 5459
met1 | 25240 | 43 | 15.42 | 5294
met2 | 26090 | 44 | 17.39 | 495
met3 | 6696 | 11 | 5.420 | 79
met4 | 1087 | 1.8 | 1.816 | 22
met5 | 140 | 0.24 | 0 | -
[cell usage in the layout (no fill, tap or decap), drive strengths merged, types with 7 or more instances in the layout]
cell type        n
clkdlybuf4s50  450
edfxtp         202
dfxtp          115
a21oi          110
nor2            83
nand2           80
o21ai           68
ha              63
clkbuf          54
mux2i           41
inv             30
a21o            26
xnor2           25
nor3            25
conb            23
mux2            22
nand4           20
nand3           17
nand2b          17
xor2            17
and3            16
nor2b           13
o211ai          13
buf             12
o21bai          11
dlxtn           11
o21a            10
a211oi          10
o31ai           10
a2111oi          8
clkinv           8
a31oi            7
and2             7
[critical path, delay by kind of cell]
family,cells,cell delay [ns]
and+or+nand+nor,1,0.56
buffers and inverters,2,1.11
[stage by stage]
step                      utilization [%]  std cells  hold WS (ns)
final                               24.41       2874        0.3647
after floorplan                         -       1253        0.3441
after global placement              22.96       2802        0.3494
after detailed placement            22.96       2802        0.3535
after CTS                           24.40       2873        0.3673
after global routing                24.41       2874        0.3714
[where the power goes]
part | total [W] | internal (W) | leakage, nW | switching [W]
logic | 0.000205 | 0.000103 | 4.46 | 0.000102
registers | 0.000580 | 0.000570 | 3.03 | 0.0000101
clock network | 0.000555 | 0.000325 | 0.614 | 0.000230
Power and IR drop assume default switching activity.
